<file path="flow/run.sh">
#!/bin/bash
# OpenROAD 26Q1-2900-gdf79404cd8, Yosys 0.63+post, stock flow scripts
make -C /OpenROAD-flow-scripts/flow DESIGN_CONFIG=/design/flow/config.mk WORK_HOME=/design/flow/orfs finish
</file>
<file path="flow/constraint.sdc">
current_design OLED

set clk_period 4.4
set clk_io_pct 0.2

create_clock -name clk0 -period $clk_period [get_ports {clk}]

set non_clock_inputs [all_inputs -no_clocks]
set_input_delay [expr $clk_period * $clk_io_pct] -clock clk0 $non_clock_inputs
set_output_delay [expr $clk_period * $clk_io_pct] -clock clk0 [all_outputs]
</file>
<file path="flow/config.mk">
export PLATFORM = sky130hd
export DESIGN_NAME = OLED
export DESIGN_NICKNAME = OLED
export VERILOG_FILES = /design/flow/design.v
export SDC_FILE = /design/flow/constraint.sdc
export NUM_CORES = 4
export LEC_CHECK = 1
export CORE_UTILIZATION = 50
</file>
<file path="flow/design.v">
module OLED(clk, rst, scl, sda);
	input clk, rst;
	output scl, sda;
	wire sign;
	reg[31:0] step;
	reg[7:0] dc, data;
	reg cls;
	IICSend send(clk, cls, scl, sda, dc, data, sign);
	initial begin
		step <= 32'b0;
		dc <= 8'h80;
		data <= 8'b0;
	end
	always @(posedge clk) begin
		if (!rst) begin 
			step <= 32'b0;
			dc <= 8'h80;
			data <= 8'b0;
		end
		case (step)
			8'd01: begin
				dc <= 8'h00;
				data <= 8'hAE;
				cls <= 1;
			end
			8'd02: cls <= 0;
			8'd03: begin
				data <= 8'h00;
				cls <= 1;
			end
			default: cls <= 1;
		endcase
		if (!step[7] && sign) step <= step + 32'b1;
	end
endmodule
module IICSend(clk, rst, scl, sda, dc, dat, sign);
	input clk, rst;
	input[7:0] dc, dat;
	output scl, sda, sign;
	wire isign;
	reg[7:0] step, type, data;
	reg sign;
	IIC iic(clk, rst, scl, sda, type, data, isign);
	initial begin
		step <= 8'b0;
		type <= 8'd0;
	end
	always @(posedge clk) begin
		if (!rst) begin 
			step <= 8'b0;
			type <= 8'd0;
		end
		case (step)
			8'd00: type <= 8'd0;
			8'd01: type <= 8'd1;
			8'd02: type <= 8'd0;
			8'd03: data <= 8'h7A;
			8'd04: type <= 8'd4;
			8'd05: type <= 8'd0;
			8'd06: type <= 8'd3;
			8'd07: type <= 8'd0;
			8'd08: data <= dc;
			8'd09: type <= 8'd4;
			8'd10: type <= 8'd0;
			8'd11: type <= 8'd3;
			8'd12: type <= 8'd0;
			8'd13: data <= dat;
			8'd14: type <= 8'd4;
			8'd15: type <= 8'd0;
			8'd16: type <= 8'd3;
			8'd17: type <= 8'd0;
			8'd18: type <= 8'd2;
			default: step <= 8'h80;
		endcase
		if (!step[7] && isign) step <= step + 8'b1;
		sign <= step[7];
	end
endmodule
module IIC(clk, rst, scl, sda, type, data, sign);
	input clk, rst;
	input[7:0] type, data;
	output scl, sda, sign;
	reg[8:0] step;
	reg scl, sda, sign;
	initial begin
		step <= 8'b0;
		sign <= 0;
	end
	always @(posedge clk) begin
		if (!rst) begin 
			step <= 8'b0;
			sign <= 0;
		end
		case (type)
			8'd0: step <= 8'h81;
			8'd1: begin
				if (step == 8'h81) step <= 8'b0;
				case (step)
					8'd0: scl <= 1;
					8'd1: sda <= 1;
					8'd2: sda <= 0;
					8'd3: scl <= 0;
					default: step <= 8'h80;
				endcase
				if (!step[7]) step <= step + 8'b1;
			end
			8'd2: begin
				if (step == 8'h81) step <= 8'b0;
				case (step)
					8'd0: scl <= 1;
					8'd1: sda <= 0;
					8'd2: sda <= 1;
					default: step <= 8'h80;
				endcase
				if (!step[7]) step <= step + 8'b1;
			end
			8'd3: begin
				if (step == 8'h81) step <= 8'b0;
				case (step)
					8'd0: scl <= 1;
					8'd1: scl <= 0;
					default: step <= 8'h80;
				endcase
				if (!step[7]) step <= step + 8'b1;
			end
			8'd4: begin
				if (step == 8'h81) step <= 8'b0;
				case (step)
					8'd00: scl <= 0;
					8'd01: sda <= data[7];
					8'd02: scl <= 1;
					8'd03: scl <= 0;
					8'd04: sda <= data[6];
					8'd05: scl <= 1;
					8'd06: scl <= 0;
					8'd07: sda <= data[5];
					8'd08: scl <= 1;
					8'd09: scl <= 0;
					8'd10: sda <= data[4];
					8'd11: scl <= 1;
					8'd12: scl <= 0;
					8'd13: sda <= data[3];
					8'd14: scl <= 1;
					8'd15: scl <= 0;
					8'd16: sda <= data[2];
					8'd17: scl <= 1;
					8'd18: scl <= 0;
					8'd19: sda <= data[1];
					8'd20: scl <= 1;
					8'd21: scl <= 0;
					8'd22: sda <= data[0];
					8'd23: scl <= 1;
					8'd24: scl <= 0;
					default: step <= 8'h80;
				endcase
				if (!step[7]) step <= step + 8'b1;
			end
		endcase
		sign <= step[7];
	end
endmodule
module Cnter(rst, clk, count, out);
	input rst, clk, count;
	output out;
	reg[31:0] cnt;
	reg out;
	initial begin
		cnt <= 32'b0;
		out <= 0;
	end
	always @(posedge clk) begin
		if (!rst) begin 
			cnt <= 32'b0;
			out <= 0;
		end
		if (cnt < count) begin 
			cnt <= cnt + 32'b1;
			out <= 0;
		end else begin
			cnt <= 32'b0;
			out <= 1;
		end
	end
endmodule
</file>
==> out/summary.txt <==
Worst slew margin: 57.0%
clk root buf: clkbuf_8
CTS Buf Count: 9
WL final: 6.68 mm
drt first-iter violations: 91
Gate Area: 0.00160 mm^2
fp_density: 51.7%
slew of the pin with the lowest slew margin: 645 ps
Yosys reg bits: 63
I/O pin count: 4
overall fraction of global-route tracks in use: 21.0%
Max clock buf depth: 2
Worst path max stage delay: 460 ps
Final Power: 0.00164 W
Reg clk slew, reported paths: 70 ps
dpl ws: 1800 ps
met3 Use GR: 3.61%
WP buf/inv: 1
met1 Resource Use GR: 39.9%
die height: 85.6 um
status: complete, no violations
final hold vios: 0
DR vias/cell: 5.69
Cells after Synth: 367
placed inst area: 0.00356 mm^2
Top delay family on crit path: simple AND/OR/NAND/NOR gates
Detailed Place HPWL: 4.50 mm
met2 usage: 28.1%
DRC violations left: 0
Hold Crit Class: reg -> reg
Max VDD drop: 0.324 mV
CP Launch Type: flip-flop
Synthesis Warnings: 3
part of the cycle the worst path needs: 59.1%
initial antenna violation count: 0
Yosys Instances: 367
crit path cell chain: inv_1, ha_1, or2_2, mux2_2, o311ai_0, nand3_1, nand3_1
final setup fails: 0
slowest cell on the critical path: edfxtp_1
share of cells above drive strength 1: 8.13%
fmax: 385 MHz
RSZ-0062 raised after global routing: no
Layout area overhead: 6.88%
Post-synth EDFFs: 50
via count: 2554
Async SR Flop Fraction: 0%
Final TNS setup: 0 ps
first-pass GRT wire length: 11.5 mm
count of different cell masters after synthesis: 49
Clock Skew: 11.9 ps
PortBufs: 3
PnR worst setup slack: 1800 ps
Routed Antenna Nets: 0
core area: 0.00676 mm^2
min Tclk post-route: 2600 ps
CTS tree: built
FILL cells: 598
GRT Max-Usage Layer: met1
Mapped Area: 0.00349 mm^2
nature of the critical path endpoint: flip-flop
Data arrival, critical path: 2590 ps
MaxCap Viol Count: 0
Mapped Avg Cell Area: 9.51 um^2
Ant. Diodes: 0
Die W: 85.6 um
Leak: 1.40 nW
Final Max Tran Viols: 0
register area: 0.00176 mm^2
Design Area, Final: 0.00373 mm^2
ys flop type: edfxtp_1
grt ovf: 0
yosys synthesis chip area: 0.00349 mm^2
Cell Pwr Density: 439 mW/mm^2
OpenROAD warnings: 33
clk ins delay skew pair: 330 ps
pin count of the biggest net entering global routing: 33
Clock Sinks: 63
H-tree Lvls: 3
Crit path top cell by count: nand3_1
die area: 0.00732 mm^2
routed len/inst: 14.9 um
Hold Buf Count CTS: 0
sequential fraction of the synthesis area: 50.5%
Worst Path Required: 4390 ps
postcts setup bufs: 0
Crit Path Max Fanout: 8
post-CTS resize count: 0
Worst Setup Path Type: reg -> reg
vias in the first global route: 2378
Placer Congestion: 0.886
FP Rows: 30
drt pass-1 iters: 4
[cell usage in the layout, fill, tap and decap left out, types with 4 or more instances in the layout]
cell type / instances
a211oi_1: 5
a21oi_1: 22
a31oi_1: 5
and2_1: 18
and3_1: 7
clkbuf_8: 10
dfxtp_1: 13
edfxtp_1: 50
ha_1: 11
inv_1: 16
nand2_1: 19
nand2b_1: 6
nand3_1: 15
nand4_1: 9
nor2_1: 55
nor2b_1: 8
nor3_1: 6
nor4_1: 11
o211ai_1: 4
o21ai_0: 18
or2_2: 7
or3_1: 4
xor2_1: 6
[cell usage after synthesis (all sizes together) (7+ instances only)]
| cell type | n | share of area (%) |
|---|---|---|
| clkbuf | 18 | 1.9 |
| dfxtp | 13 | 7.5 |
| nand2 | 19 | 2.0 |
| edfxtp | 50 | 43 |
| and2 | 18 | 3.2 |
| o21ai | 18 | 2.6 |
| inv | 16 | 1.7 |
| nor3 | 7 | 1.1 |
| nor2 | 55 | 5.9 |
| ha | 11 | 3.9 |
| or2 | 7 | 1.3 |
| nand3 | 15 | 2.2 |
| nor4 | 11 | 2.0 |
| nand4 | 9 | 1.6 |
| nor2b | 8 | 1.4 |
| a21oi | 22 | 3.2 |
| and3 | 8 | 1.5 |
[kinds of logic after synthesis]
| kind of cell | synth area share (%) |
|---|---|
| and+or+nand+nor | 25.0 |
| DFF | 50.5 |
| adders and majority gates | 4.23 |
| AOI/OAI and AO/OA | 13.0 |
| muxes | 1.25 |
| xor gates and xnor gates | 2.26 |
| buffers and inverters | 3.80 |
[sequential cells by signal, summed over array words and instances (netlist names)]
name           cells
cls                1
data               1
dc                 1
send.data          4
send.iic.scl       1
send.iic.sda       1
send.iic.sign      1
send.iic.step      9
send.sign          1
send.step          8
send.type          3
step              32
[metal layers]
metal  wire, um  part of all wire [%]
met1       3510                    53
met2       2880                    43
met3        239                   3.6
met4         52                  0.78
met5          0                     0
[layout make-up]
type | instances | area share [%]
flip-flops and latches | 63 | 47.2
well taps | 80 | 2.68
inverters | 16 | 1.61
multi-input cells | 269 | 42.8
clock inverters | 4 | 0.604
clock buffers | 12 | 3.89
repair buffers | 5 | 1.21
[worst paths after layout]
| path | start | to | cells past startpoint | slack, ps |
|---|---|---|---|---|
| setup / recovery | send.step[0] | send.step[1] | 7 | 1800 |
| hold / removal | send.step[7] | send.sign | 0 | 390 |
| setup reg to reg | send.step[0] | send.step[1] | 7 | 1800 |
| hold reg to reg | send.step[7] | send.sign | 0 | 390 |
[report_power, final]
part	total, W	leakage (nW)	switching, W	internal, W
Sequential	0.000979	0.654	0.000137	0.000842
Combinational	0.000227	0.664	0.000111	0.000116
Clock	0.000432	0.0861	0.000214	0.000217
[stage by stage]
stage          utilization [%]  instances  hold WS (ps)
6_report                  55.2        449           389
5_1_grt                   55.2        449           411
4_1_cts                   55.2        449           388
3_5_place_dp              52.7        433           374
3_3_place_gp              52.7        433           369
2_1_floorplan                -        367           355
No activity file was given, so power comes from the tool's default toggle rates.
